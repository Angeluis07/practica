==> /design/flow/run.sh <==
#!/bin/bash
# OpenROAD 26Q1-2900-gdf79404cd8, Yosys 0.63+post, stock flow scripts
make -C /OpenROAD-flow-scripts/flow DESIGN_CONFIG=/design/flow/config.mk WORK_HOME=/design/flow/orfs finish
==> /design/flow/config.mk <==
export PLATFORM = sky130hd
export DESIGN_NAME = eje10
export DESIGN_NICKNAME = eje10
export VERILOG_FILES = /design/flow/design.v
export SDC_FILE = /design/flow/constraint.sdc
export NUM_CORES = 4
export LEC_CHECK = 1
export CORE_AREA = 10 10 70 70
export DIE_AREA = 0 0 80 80
==> /design/flow/constraint.sdc <==
current_design eje10

set clk_period 1.7
set clk_io_pct 0.2

create_clock -name clk0 -period $clk_period

set non_clock_inputs [all_inputs -no_clocks]
set_input_delay [expr $clk_period * $clk_io_pct] -clock clk0 $non_clock_inputs
set_output_delay [expr $clk_period * $clk_io_pct] -clock clk0 [all_outputs]
==> /design/flow/design.v <==
module eje10(
    input wire A,
    input wire B,
    input wire C,
    input wire D,
    input wire E,
    output wire P,
    output wire X,
    output wire T
);
assign P = (~A & B & ~C & D & E) | (~A & C & ~D & E) | (~A & ~B & D & E) | (~A & ~B & ~C & D) | (A & B & C & E) | (A & ~B & D & E) | (A & ~B & ~C & E);
assign X = ~E;
assign T = (~A & ~B & ~C & ~D & ~E) | (~A & ~B & ~C & D & E) | (~A & ~B & C & D & ~E) | (~A & B & C & ~D & ~E) | (~A & B & C & D & E) | (~A & B & ~C & ~D & E) | (A & B & ~C & ~D & ~E) | (A & B & ~C & D & E) | (A & B & C & D & ~E) | (A & ~B & C & ~D & E) | (A & ~B & ~C & D & ~E);
endmodule
==> impl_metrics.yaml <==
# flow metrics
run_status:
  status: "finished, final reports clean"
global_route:
  grt_overflow: 0
  first_global_vias: 205
  track_usage_pct: 2.032
  grt_max_degree: 7
  antenna_found_initial: 0
  grt_pass1_wl_um: 1083
cells_and_area:
  seq_area_um2: 0
  clkbuf_count: 0
  fin_util_pct: 10.33
  nFlopsAndLatches: 0
  syn2layout_area_growth_pct: 147.4
  layout_top_cell: "buf_4"
  layout_top_cells: "buf_4 (8), xnor2_1 (2), a221oi_2 (2), buf_2 (2)"
  layout-drive-gt1-share_pct: 61.29
power:
  p_per_area_nw_per_um2: 238.9
  p_leak_nw: 0.1260
  ir_drop_uv: 39.74
timing:
  relSlewSlack_pct: 82.16
  min_period_ns: 1.643
  max_freq_ghz: 0.6085
  hold_ws_ns: 1.189
  worst_pin_slew_ns: 0.2638
  finalClockPeriodUsage_pct: 96.66
  rsz0062_at_grt: "no"
  slew_viol_final: 0
  finalSetupViolCount: 0
  hold_viol: 0
worst_setup_path:
  cpLargestDelayFamily: "buffers and inverters"
  cp_max_fo: 6
  startpoint_type: "primary input"
  crit_start: "D"
  crit_type: "primary input to output pin"
  crit_path_end: "T"
  arrival_ns: 1.30
  crit_path_frequent_cell: "buf_4"
  cp-end-kind: "output pin"
  worst-path-stages: 6
  crit_slowest_cell: "a2111oi_4"
  crit_required_ns: 1.36
  cp_cell_sequence: "buf_4, xnor2_2, buf_4, a2111oi_4, a221oi_2, buf_2"
  cpPeakStageDelay_ns: 0.36
  crit_buf_inv: 3
die:
  die_width_um: 80
  core-area_um2: 3416
  die_area_um2: 6400
  io_pins: 8
  rows: 21
  die_h_um: 80
  initCoreUtil_pct: 4.176
route:
  drc: 0
  final_antenna_net_count: 0
  drt-initial-drc-count: 16
  vias_per_cell: 2.506
  drt-total-wl_um: 607
  wl_per_cell_um: 7.883
  first_pass_iters: 2
  vias: 193
  antenna-diode-count: 0
hold_path:
  hp-class: "primary input to output pin"
yosys:
  seq_area_frac_synth_pct: 0
  synth.avg_cell_area_um2: 7.924
  netlist_instances: 18
  ys_cells: 18
  ys_types: 14
  yosysWarnings: 0
  yosys-stat-area_um2: 142.6
  synth_area_um2: 142.6
placement:
  place.gp.congestion: 0.6501
  portBuffers: 8
  dp_hpwl_um: 477.6
flow_run:
  maxCapViolations: 0
  openroad.warnings: 32
-- through the flow --
stage / area (um2) / power (mW) / setup WS (ns) / TNS [ns] / std cells
3_3_place_gp: 312.8 / 0.06905 / -0.7079 / -1.531 / 76
6_report: 352.8 / 0.08428 / 0.05671 / 0 / 77
3_5_place_dp: 312.8 / 0.07126 / -0.7441 / -1.606 / 76
2_1_floorplan: 142.6 / 0.02817 / 0.3366 / 0 / 18
5_1_grt: 352.8 / 0.09259 / 0.004097 / 0 / 77
4_1_cts: 326.6 / 0.07519 / 0.05129 / 0 / 77
-- kinds of logic (layout without fill, tap and decap cells) --
family                    count (synthesis)  in the layout  share of synthesized area [%]
AOI/OAI and AO/OA                         6              6                          37.72
xor gates and xnor gates                  3              3                          18.42
buffers and inverters                     3             16                          8.771
and+or+nand+nor                           6              6                          35.10
-- cell type report --
| cell class | count | area [um2] |
|---|---|---|
| multi-input combinational | 15 | 177.7 |
| timing repair buffer | 14 | 110.1 |
| inverter | 2 | 7.507 |
| fill | 403 | 3063 |
| tap | 46 | 57.56 |
-- routing by layer --
layer	up-vias	global-route usage [%]	part of all wire (%)
li1	96	-	-
met4	0	0	0
met1	91	2.770	45
met2	6	2.648	35
met5	-	0	0
met3	0	1.477	19
-- cells in the mapped netlist --
cell / instances / share of area (%)
a221oi_1: 2 / 12
a221o_1: 1 / 7.0
a2111oi_2: 1 / 11
nor3b_2: 1 / 8.8
and2b_1: 1 / 5.3
nor4bb_1: 1 / 7.0
nor2b_1: 1 / 4.4
o22ai_1: 1 / 4.4
and2_1: 1 / 4.4
inv_1: 2 / 5.3
a21oi_1: 1 / 3.5
buf_2: 1 / 3.5
xnor2_1: 3 / 18
nor3b_1: 1 / 5.3
-- power by group --
| group | switching (mW) | internal [mW] |
|---|---|---|
| registers | 0 | 0 |
| logic | 0.0351 | 0.0492 |
| clock network | 0 | 0 |
-- how the worst min path moves through the flow --
stage	end	startpoint	slack (ns)	cells after the start
finish	T	E	1.19	4
global route	T	A	1.25	4
CTS	T	A	1.21	4
-- what timing repair did --
action,4_1_cts,5_1_grt
setup endpoints to repair,3,2
gates resized,30,6
pin swaps,4,3
buffers inserted,1,0
hold buffers,0,0
Power and IR drop assume default switching activity.
