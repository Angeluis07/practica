==> flow/run.sh <==
#!/bin/bash
# OpenROAD 26Q1-2900-gdf79404cd8, Yosys 0.63+post, stock flow scripts
make -C /OpenROAD-flow-scripts/flow DESIGN_CONFIG=/design/flow/config.mk WORK_HOME=/design/flow/orfs finish
==> flow/design.v <==
module eje3_a(
    input wire E0,
    input wire E1,
    input wire E2,
    input wire E3,
    input wire E4,
    input wire E5,
    input wire E6,
    input wire E7,
    input wire E8,
    input  wire E9,
    output reg A,
    output reg B,
    output reg C,
    output reg D
);
always @(*) begin
    if ((E0 | E1 | E2 | E3 | E4 | E5 | E6 | E7 | E8 | E9) == 0) begin
        {A, B , C, D} = 4'b1111;
    end else if (E0 == 1) begin
        {A, B , C, D} = 4'b0000;
    end else begin
        A = E8 | E9;
        B = E4 | E5 | E6 | E7;
        C = E2 | E3 | E6 | E7;
        D = E1 | E3 | E5 | E7 | E9;
    end
end
endmodule
==> flow/config.mk <==
export PLATFORM = sky130hd
export DESIGN_NAME = eje3_a
export DESIGN_NICKNAME = eje3_a
export VERILOG_FILES = /design/flow/design.v
export SDC_FILE = /design/flow/constraint.sdc
export NUM_CORES = 4
export LEC_CHECK = 1
export CORE_AREA = 10 10 70 70
export DIE_AREA = 0 0 80 80
==> flow/constraint.sdc <==
current_design eje3_a

set clk_period 2.1
set clk_io_pct 0.2

create_clock -name clk0 -period $clk_period

set non_clock_inputs [all_inputs -no_clocks]
set_input_delay [expr $clk_period * $clk_io_pct] -clock clk0 $non_clock_inputs
set_output_delay [expr $clk_period * $clk_io_pct] -clock clk0 [all_outputs]
==> flow_summary.json <==
{
  "grt_pass1_vias": 157,
  "grt_first_pass_wirelength_um": 703,
  "clock.fmax_mhz": 492,
  "final_layout_size_suffix_gt1_share_pct": 37.5,
  "route.vias.total": 175,
  "layout_worst_path_cycle_share_pct": 96.7,
  "dr.pass1.iters": 2,
  "power_share_of_the_combinational_group_pct": 100.0,
  "type_of_element_capturing_the_critical_path": "output pin",
  "rows": 21,
  "syn-instance-count": 11,
  "max-vdd-ir-drop_uv": 9.40,
  "finalInstanceArea_um2": 314,
  "synth_warnings": 1,
  "worst_slew_pin_slew_ps": 292,
  "gr-total-overflow": 0,
  "hold_path.startpoint": "E7",
  "cp-startpoint": "E1",
  "die_height_um": 80,
  "postSynthSeqShare_pct": 0,
  "layout_top_cells": "7 x buf_4, 5 x clkdlybuf4s50_1, 5 x dlygate4sd2_1",
  "final_period_minus_worst_setup_slack_ps": 2030,
  "placed_standard_cell_area_um2": 285,
  "nFillCells": 402,
  "antenna_found_initial": 0,
  "drc_errors": 0,
  "ys_chip_area_um2": 65.1,
  "lay_top_count": "buf_4",
  "synth.yosys.num_cells": 11,
  "design.die.area_um2": 6400,
  "power.share.sequential_pct": 0,
  "flops": 0,
  "switching_power_of_the_nets_mw": 0.0116,
  "log.warning_count": 32,
  "wl_um": 544,
  "width_of_the_die_um": 80,
  "grt_max_degree": 6,
  "p_int_mw": 0.0258,
  "power_density_nw_per_um2": 119,
  "finalWeightedCongestion": 0.821,
  "start_kind": "input port",
  "worst-path-max-fanout": 2,
  "placeableCoreArea_um2": 3420,
  "cts_hold_buffers": 0,
  "wl_per_cell_um": 6.97,
  "final_antenna_net_count": 0,
  "setup.worst_path.class": "input port to output pin",
  "power.share.clock_pct": 0,
  "totalPowerFinal_mw": 0.0374,
  "netlist_area_um2": 65.1,
  "report.final.hold_viol_count": 0,
  "synth_to_layout_area_growth_pct": 383,
  "leakage_nw": 0.129,
  "status": "complete, no violations",
  "final-setup-viol-count": 0,
  "timing.critical_path.arrival_ps": 1610,
  "timing.max_slew.rel_slack_pct": 80.3,
  "min-delay-path-class": "input port to output pin",
  "boundary_pins": 14,
  "synth_area_per_cell_um2": 5.91,
  "max_slew_violation_count": 0,
  "initial_core_util_pct": 1.90,
  "yosysUniqueCellTypes": 7,
  "post-dp-hpwl_um": 414,
  "viasPerCell": 2.24,
  "track_usage_pct": 1.29,
  "layout.area.seq_um2": 0,
  "port_buffers": 14,
  "power.switching_fraction_pct": 30.9,
  "clock_buffers": 0,
  "antenna_cells": 0,
  "worst_ep_required_time_ps": 1680,
  "count_of_maximum_capacitance_violations": 0,
  "initialDrtViolationCount": 5
}
[power groups by stage]
| stage | sequential, mW | clock, mW | combinational, mW |
|---|---|---|---|
| after CTS | 0 | 0 | 0.0355 |
| after global routing | 0 | 0 | 0.0407 |
| final | 0 | 0 | 0.0374 |
[cells in the mapped netlist]
master / n / area, um^2
o21ai_0: 4 / 20.0
nor4_2: 1 / 12.5
nor3_1: 2 / 10.0
nand3_1: 1 / 5.00
nor3b_1: 1 / 7.51
nor4_1: 1 / 6.26
nor2_1: 1 / 3.75
[final cells by class]
cell class | instances | area (um^2) | area share, %
Multi-Input combinational cell | 11 | 75.1 | 23.9
Timing Repair Buffer | 21 | 181 | 57.8
Tap cell | 46 | 57.6 | 18.3
[metrics by stage]
| stage | setup TNS [ps] | hold slack [ps] | std cells | setup WS (ps) | utilization [%] |
|---|---|---|---|---|---|
| floorplan | 0 | 875 | 11 | 804 | - |
| global placement | -908 | 1820 | 74 | -229 | 8.35 |
| detailed placement | -1030 | 1850 | 74 | -265 | 8.35 |
| CTS | 0 | 1430 | 77 | 32.8 | 8.53 |
| global route | -5.98 | 1370 | 78 | -5.25 | 9.19 |
| finish | 0 | 1310 | 78 | 68.8 | 9.19 |
[final timing paths]
path / to / slack [ps] / cells after the start
setup / recovery: A / 70 / 7
hold / removal: D / 1310 / 5
[metal layers]
layer  up-vias  global-route usage, %  wire, um
met5         -                      0         0
met4         0                      0         0
met3         0                  0.455        76
met2        14                   1.85       182
met1        74                   1.91       285
li1         87                      -         -
[worst max-delay path, cell delays in order]
cell and delay [ps]:
clkdlybuf4s50_1 410, nor3_2 210, nand3_1 120, buf_4 160
buf_4 130, o21ai_1 50, buf_2 110
[repair_timing]
action,in CTS,in global routing
pin swaps,2,3
resized,15,4
endpoints found under the setup margin,4,3
buffers inserted,3,1
[cells by family after synthesis]
| family | after synthesis | share of synthesized area, % |
|---|---|---|
| AND/OR/NAND/NOR | 7 | 69.2 |
| AND-OR/OR-AND | 4 | 30.8 |
