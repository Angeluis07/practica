==> design/flow/design.v <==
module alu_4b(
    input [3:0] A,
    input [3:0] B,
    input [3:0] op,
    output reg [3:0] result
);
always @(*) begin
    case (op)
        4'b0001: result = A & B;
        4'b0010: result = A | B;
        4'b0011: result = A ^ B;
        4'b0101: result = A + B;
        4'b0110: result = A - B;
        4'b1001: result = (A < B) ? 4'b0001 : 4'b0000;
        4'b1010: result = (A == B) ? 4'b0001 : 4'b0000;
        4'b1101: result = A >> 1;
        4'b1110: result = A << 1;
        default: result = 4'b0000;
    endcase
end
endmodule
==> design/flow/run.sh <==
#!/bin/bash
# OpenROAD 26Q1-2900-gdf79404cd8, Yosys 0.63+post, stock flow scripts
make -C /OpenROAD-flow-scripts/flow DESIGN_CONFIG=/design/flow/config.mk WORK_HOME=/design/flow/orfs finish
==> design/flow/config.mk <==
export PLATFORM = sky130hd
export DESIGN_NAME = alu_4b
export DESIGN_NICKNAME = alu_4b
export VERILOG_FILES = /design/flow/design.v
export SDC_FILE = /design/flow/constraint.sdc
export NUM_CORES = 4
export LEC_CHECK = 1
export CORE_AREA = 10 10 74 74
export DIE_AREA = 0 0 84 84
==> design/flow/constraint.sdc <==
current_design alu_4b

set clk_period 2.9
set clk_io_pct 0.2

create_clock -name clk0 -period $clk_period

set non_clock_inputs [all_inputs -no_clocks]
set_input_delay [expr $clk_period * $clk_io_pct] -clock clk0 $non_clock_inputs
set_output_delay [expr $clk_period * $clk_io_pct] -clock clk0 [all_outputs]
==> results.ini <==
[placed_design]
pre_cts_ws_ps=-483
routability_congestion_estimate=0.867
dp_hpwl_um=1510
port_buffers=16

[min_path]
min_path_cells=7
min_from=A[3]
hold_end=result[2]
hp-class=primary input to output port

[setup_path]
worstPathRequired_ps=2320
worst-endpoint-arrival_ps=2200
cp.depth=9
path_class=primary input to output port
end_kind=output port
cell_family_with_the_largest_share_of_critical_path_delay=adder cells
crit_path_max_fo=2
critPathBufInv=3
slowest_stage=sky130_fd_sc_hd__fa_2
startpoint_type=primary input
path_cells=dlygate4sd2_1 > inv_2 > ha_4 > fa_2 > and2_1 > a211oi_2 > a31oi_1 > o21ai_1 > clkdlybuf4s15_1
cpPeakStageDelay_ps=420

[sta]
final_clock_period_utilization_by_the_worst_path=0.958
timing.final.hold_violations=0
rsz0062_at_grt=no
setup_viol_count_final=0
tightestPinTransition_ps=308
slew_headroom=0.794
timing.setup.tns_ps=0
fin_ws_ps=122
fmax_mhz=360
fin_crit_ps=2780
final-max-slew-violation-count=0

[grt]
grt_pass1_wl_um=3320
first_global_vias=743
total_routing_usage_reported_by_global_routing=0.0527
grt_max_degree=17
grt_util_met3=0.0108
grt_overflow_total=0
grt.met1_usage=0.0766
global_routing_met2_resource_utilization=0.0822
antenna_found_initial=0
top_usage_layer=met2

[floorplan]
die-height_um=84
dieWidth_um=84
top_level_ports=16
placementRows=23
floorplan.die_area_mm2=0.00706
fp_util=0.153
placeableCoreArea_mm2=0.00397

[layout]
fin_util=0.273
fill_cells=425
ff_count=0
layout-drive-gt1-share=0.419
syn_to_final_growth_pct=77.8
nClkBuffers=0
seq_area_um2=0
final-comb-area_um2=632

[detailed_routing]
detail_route.antenna_diodes=0
detailroute.via_count=718
route.detailed.drc=0
detail_route.vias_per_cell=4.13
detail_route.iter0.violations=38
detail_route.wirelength_um=1910
post_drt_wl_per_cell_um=11.0
detail-route-antenna-nets=0
drt_pre_antenna_iters=4

[status]
run_status=finished clean

[logic_synthesis]
synthCells=87
yosys_area_um2=609
yosys-stat-cells=87
syn_area_um2=609
ys_warn_count=1
synth_seq_share=0
yosysUniqueCellTypes=34
syn_avg_cell_area_um2=7.00

[pwr]
power.leakage_nw=0.514
peakVddDrop_mv=0.0386
power.density_mw_per_mm2=145
total_power_mw=0.157

[cts]
postCtsHoldBufs=0

[run]
drv_cap=0
warning_count=40

kinds of logic after synthesis:
kind of cell    Yosys count  share of synthesized area
fa+ha+maj                14                      0.312
mux                       1                     0.0164
compound gates           30                      0.310
buf+inv                  17                      0.127
simple gates             23                      0.205
xor+xnor                  2                     0.0288
cell type report:
type               count  share of cell area
inverters             13              0.0473
well taps             50              0.0577
repair buffers        41               0.312
multi-input cells     70               0.583
power breakdown:
part | leakage [nW] | internal [mW] | switching [mW]
Clock | 0 | 0 | 0
Combinational | 0.514 | 0.0845 | 0.0725
Sequential | 0 | 0 | 0
synth_stat cells (all sizes together):
cell type	number	area, um^2
o21ba	1	10.0
o221ai	1	8.76
inv	13	51.3
xor2	2	17.5
nor2	2	7.51
o31ai	1	7.51
a211oi	1	7.51
nand2b	2	15.0
mux2i	1	10.0
a21o	1	7.51
ha	12	150
nand2	6	22.5
buf	4	26.3
o22ai	2	12.5
nor3	1	5.00
nor4	1	6.26
and2	1	6.26
a22oi	1	7.51
nand3b	2	15.0
or3	1	6.26
o21bai	1	7.51
fa	2	40.0
o21ai	6	30.0
a2bb2oi	3	26.3
and2b	2	16.3
a31oi	3	18.8
nand3	5	25.0
a21oi	9	45.0
placed cells by master, fill, tap and decap left out, types with 5 or more instances in the layout:
cell	n
sky130_fd_sc_hd__dlygate4sd2_1	5
sky130_fd_sc_hd__nand3_1	5
sky130_fd_sc_hd__inv_2	7
sky130_fd_sc_hd__ha_4	5
sky130_fd_sc_hd__a21oi_2	5
sky130_fd_sc_hd__nand2_1	6
sky130_fd_sc_hd__buf_4	24
sky130_fd_sc_hd__ha_1	7
sky130_fd_sc_hd__inv_1	5
timing repair:
item	CTS	global route
buffers inserted	2	0
endpoints found under the setup margin	4	4
pin swaps	9	6
resized	28	15
layer usage:
metal | up-vias | share of wire
met1 | 323 | 0.51
met2 | 16 | 0.42
met3 | 0 | 0.063
li1 | 379 | -
met5 | - | 0
met4 | 0 | 0
how the worst max path moves through the flow:
stage / startpoint / endpoint
final: A[0] / result[1]
after global routing: A[0] / result[2]
after CTS: A[3] / result[3]
worst min-delay path: cells and delay by family:
| family | cells | cell delay [ps] |
|---|---|---|
| compound gates | 3 | 300 |
| buf+inv | 3 | 360 |
| simple gates | 1 | 50 |
through the flow:
step	hold slack (ps)	instances	cell area, um^2
after floorplan	1220	87	609
after global placement	2180	172	978
after detailed placement	2180	172	978
after CTS	1910	174	1060
after global routing	1930	174	1080
final	1870	174	1080
Power is estimated from default activity; no workload was simulated.
